File: flow/design.v
`timescale 1ns / 1ps
module lab4_2(
	input[3:0] userID, 
	input CLK, 
	input team,
	input [1:0] mode,
	output reg  [7:0] numPlyLP,
	output reg  [7:0] numPlyCF,
	output reg  teamWng,
	output reg capWngLP,
	output reg capWngCF,
	output reg findRes,
	output reg [3:0] listOut,
	output reg  listMode
    );
reg [3:0] logicPlayers [4:0]; 
reg [3:0] cengPlayers [4:0]; 
integer i; 
integer j;	 
integer flag;
integer index;
integer countLP;
integer countCF;
initial
begin
	for(i=0;i<=4;i=i+1)
	begin
		logicPlayers[i]=4'b0000;
		cengPlayers[i]=4'b0000;
	end
	numPlyLP = 0;
	numPlyCF = 0;
	capWngLP = 1;
	capWngCF = 1;
	j = 0;
	listOut=0;
	countLP=0;
	countCF=0;
end
always@(posedge CLK)
begin
index = -1;
flag = 0;
findRes = 0;	
teamWng = 0;
listMode=0;
numPlyLP=countLP;
numPlyCF=countCF;
	if(mode==2'b00)  
	begin
		j=0; 
		if(team == 0)  
		begin
			for(i = 0; i <= 4; i = i + 1) 
			begin
				if(logicPlayers[i] == userID) 
				begin
					logicPlayers[i] = 4'b0000;
					countLP = countLP- 1; 
					if(countLP == 0) 
					begin
						capWngLP = 1;
					end
				end
			end
		end
		else  
		begin
			for(i = 0; i <= 4; i = i + 1) 
			begin
				if(cengPlayers[i] == userID) 
				begin
					cengPlayers[i] = 4'b0000;
					countCF = countCF - 1; 
					if(countCF == 0) 
					begin
						capWngCF = 1;
					end
				end
			end
		end
	end
	else if(mode==2'b01)  
	begin
		j=0; 
		if(team != userID[3])  
		begin
			teamWng = 1;
		end
		else
		begin
			if(team == 0)  
			begin
				for(i = 0; i < 5; i = i + 1) 
				begin
					if(logicPlayers[i] == 4'b0000) 
					begin
						index = (index >= 0) ? index : i;
					end
				end
				for(i = 0; i < 5; i = i + 1) 
				begin
					if(logicPlayers[i] == userID)
					begin
						flag = 1;  
					end
				end
				if((flag == 0) && (index >= 0))  
				begin
					logicPlayers[index] = userID;
					countLP = countLP + 1;
					if((countLP == 5) || (countLP == 0))
					begin
						capWngLP = 1;
					end
					else if((countLP < 5) && (countLP > 0))
					begin
						capWngLP = 0;
					end
				end
			end
			else  
			begin
				for(i = 0; i <= 4; i = i + 1)
				begin
					if(cengPlayers[i] == 4'b0000)
					begin
						index = (index >= 0) ? index : i;
					end
				end
				for(i = 0; i <= 4; i = i + 1)
				begin
					if(cengPlayers[i] == userID)
					begin
						flag = 1;  
					end
				end
				if((flag == 0) && (index >= 0))  
				begin
					cengPlayers[index] = userID;
					countCF = countCF + 1;
					if((countCF == 5) || (countCF == 0))
					begin
						capWngCF = 1;
					end
					else if((countCF < 5) && (countCF > 0))
					begin
						capWngCF = 0;
					end
				end
			end
		end
	end
	else if(mode==2'b10)  
	begin
		j=0; 
		if(team==0)
		begin
			for(i=0;i<=4;i=i+1)
			begin
				if(logicPlayers[i]==userID)  
				begin
					findRes=1;
				end
			end
		end
		else
		begin
			for(i=0;i<=4;i=i+1)
			begin
				if(cengPlayers[i]==userID)  
				begin
					findRes=1;
				end
			end
		end
	end
	else if(mode == 2'b11)  
	begin
		listMode=1;
		if(team==0) 
		begin
			listOut = logicPlayers[j];
			j = (j == 4) ? 0: j + 1;
		end
		else 
		begin
			listOut = cengPlayers[j];
			j = (j == 4) ? 0: j + 1;
		end
	end
end
endmodule
`timescale 1ns / 1ps
module Board232 (
	input mclk,
	input [3:0] btn,
	input [7:0] sw,
	output [7:0] led,
	output reg [6:0] seg,
	output reg [3:0] an,
	output dp,
	output [2:1] OutBlue,
	output [2:0] OutGreen,
	output [2:0] OutRed,
	output HS,
	output VS
    );
    assign dp = 1'b1;
	 assign led[6:5]=0;
	 assign led[3]=0;
    initial begin
		  seg[6:0] = 7'b0111111;
        an[3:0]  = 4'b1111;
	end
   reg [26:0] mclk_counter;
	initial mclk_counter<= 0;
	always @(posedge mclk) mclk_counter = mclk_counter+1;
   reg clk;
   initial clk = 1'b0;
  always@(btn[3] or mclk_counter[25] or btn[0]) 
    begin
        if(btn[3]) 
            clk = mclk_counter[25];
        else 
            clk = btn[0];
    end
    wire [7:0] numPlyLP;
	wire [7:0] numPlyCF;
	wire [3:0] listOut;
    reg [7:0] tmp_digit;
	lab4_2 HH (
			 sw[7:4], 
			 clk,
			 sw[0], 
			 sw[2:1], 
			 numPlyLP,
			 numPlyCF,
			 led[7], 
			 led[0], 
			 led[1], 
			 led[2], 
			 listOut,
			 led[4] 
	);
 always @(mclk_counter[18:17])
	begin
		if(sw[2:1]==2'b11 && led[4])
		begin
			case (mclk_counter[18:17])
				2'b00:
					begin
						an = 4'b1110;
						tmp_digit = listOut[0];
					end
				2'b01:
					begin
						an = 4'b1101;
						tmp_digit = listOut[1];
					end
				2'b10:
					begin
						an = 4'b1011;
						tmp_digit = listOut[2];
					end
				default:
					begin
						an = 4'b0111;
						tmp_digit = listOut[3];
					end
			endcase
		end 
		else
			an = 4'b1111;
		case (tmp_digit)
			4'd0: seg <= ~7'h3F;
			4'd1: seg <= ~7'h06;
			4'd2: seg <= ~7'h5B;
			4'd3: seg <= ~7'h4F;
			4'd4: seg <= ~7'h66;
			4'd5: seg <= ~7'h6D;
			4'd6: seg <= ~7'h7D;
			4'd7: seg <= ~7'h07;
			4'd8: seg <= ~7'h7F;
			4'd9: seg <= ~7'h6F;
			4'd10: seg <= ~7'h77;
			4'd11: seg <= ~7'h7C;
			4'd12: seg <= ~7'h39;
			4'd13: seg <= ~7'h5E;
			4'd14: seg <= ~7'h79;
			4'd15: seg <= ~7'h71;
			default: seg <= ~7'b0000000;
		endcase
	end
	assign OutBlue = 0;
	assign OutGreen = 0;
	assign OutRed = 0;
	assign HS = 0;
	assign VS = 0;
endmodule
File: flow/constraint.sdc
current_design Board232

set clk_period 3.9
set clk_io_pct 0.2

create_clock -name clk0 -period $clk_period [get_ports {mclk}]

set non_clock_inputs [all_inputs -no_clocks]
set_input_delay [expr $clk_period * $clk_io_pct] -clock clk0 $non_clock_inputs
set_output_delay [expr $clk_period * $clk_io_pct] -clock clk0 [all_outputs]
File: flow/config.mk
export PLATFORM = sky130hd
export DESIGN_NAME = Board232
export DESIGN_NICKNAME = Board232
export VERILOG_FILES = /design/flow/design.v
export SDC_FILE = /design/flow/constraint.sdc
export NUM_CORES = 4
export LEC_CHECK = 1
export CORE_UTILIZATION = 50
File: flow/run.sh
#!/bin/bash
# OpenROAD 26Q1-2900-gdf79404cd8, Yosys 0.63+post, stock flow scripts
make -C /OpenROAD-flow-scripts/flow DESIGN_CONFIG=/design/flow/config.mk WORK_HOME=/design/flow/orfs finish
==> run_results.csv <==
group,metric,value,unit
outcome,status,"finished, final reports clean",
drt,drt-pass1-iter-count,5,
setup_path,cp_max_fo,10,
drt,drtAntennaViolNets,0,
clock_tree,insertion_delay,0.26,ns
setup_path,critPathCaptureType,"output port",
global_route,antenna_found_initial,0,
clock_tree,cts-resized-gates,0,
clock_tree,post_cts_buffers,0,
setup_path,crit_type,"primary input to output port",
drt,vias_per_cell,6.67,
sta,tightest_slew,1.01,ns
clock_tree,clk_pin_slew,0.06,ns
floorplanning,core,48000,um^2
clock_tree,numCtsBuffers,3,
sta,slew_violations,0,
floorplanning,die_w,223,um
setup_path,rr_startpoint,"mclk_counter[2]$_DFF_P_",
setup_path,worst_setup_path_start_kind,"primary input",
synthesis,ys_seq_share,18.5,%
synthesis,ys_sh_simple,36.5,%
synthesis,synth_area,24500,um^2
synthesis,avgSynthCellArea,7.44,um^2
layout,synthToLayoutAreaGrowth,1.65,%
sta,setup_viol,0,
sta,hold_viol,0,
synthesis,yosysWarnings,4,
pwr,p_int,0.887,mW
sta,unconstrained_endpoints,260,
layout,drive_above_1_share,5.90,%
synthesis,ys_top_logic_family,"simple AND/OR/NAND/NOR gates",
synthesis,synthArstFlopShare,0,%
layout,layoutNonFillerInstCount,3767,
global_route,grt_pass1_wl,133000,um
setup_path,arrival,2.43,ns
sta,rsz0062_at_grt,"no",
synthesis,ys_cells,3292,
pwr,max-vdd-ir-drop,192,uV
flow_run,warnings,48,
flow_run,maxCapViolCount,0,
global_route,grt_max_degree,99,
synthesis,ys_sh_mux,1.82,%
place,hpwl,69700,um
drt,drcViolationCount,0,
drt,antenna_cells,0,
sta,relSlewSlack,32.1,%
synthesis,yosys.area.top_type_share,13.5,%
sta,tns,0,ns
global_route,grt_pass1_vias,22400,
drt,first_iter_violations,2381,
drt,routedWlPerCell,22.7,um
sta,period_used_share,82.2,%
setup_path,startpoint,"sw[1]",
setup_path,required,3.12,ns
synthesis,synthTopCellsByCount,"325 x nor2_1, 306 x xnor2_1, 296 x nand2_1, 186 x xor2_1, 176 x nand3_1",
place,place_inst,3763,
floorplanning,die_h,223,um
sta,finalClockSkew,0.00520,ns
clock_tree,htree_num_levels,1,
drt,routed-via-count,25100,
drt,wirelength,85700,um
place,place_congestion,1.02,
pwr,sw_frac_of_total,45.8,%
floorplanning,die-area,49900,um^2
pwr,totalPowerFinal,1.64,mW
synthesis,synthXorXnorAreaFrac,18.2,%
pwr,p_leak,7.39,nW
synthesis,synth_cell_types,117,
place,io_buffer_count,22,
synthesis,adder_share,1.74,%
clock_tree,cts_hold_buf,0,
sta,min_period,3.21,ns
global_route,grt_overflow_total,0,
setup_path,worst_r2r_path_depth,8,
pwr,p_per_area,65.7,nW/um^2
clock_tree,cts_tree,"yes",
synthesis,edf_count,110,
clock_tree,clock_path_buffers,2,
synthesis,ys_ff,171,
worst_hold_path,hold_class,"register to register",
sta,unclocked_pins,145,
floorplanning,pin_count,43,
synthesis,top_cell,"nor2_1",
global_route,track_usage,35.0,%
synthesis,post_synth_ao_oa_area_fraction,18.1,%
synthesis,yosys_area,24500,um^2
floorplanning,fp_util,51.0,%
synthesis,synthFlopType,"edfxtp_1",
pwr,seqPwrFrac,28.7,%
sta,max_freq,312,MHz
pwr,clkPwrFrac,17.8,%
setup_path,r2r-end,"mclk_counter[23]$_DFF_P_",
synthesis,area_leaders,"edfxtp_1 13%, xnor2_1 11%, xor2_1 6.7%",
pwr,comb_power_share,53.6,%
synthesis,largest_area_cell,"edfxtp_1",
synthesis,synthCells,3292,
setup_path,ff2ff_setup_slack,1.64,ns
setup_path,endpoint,"an[0]",
floorplanning,num_rows,80,
clock_tree,cts_root_buffer,"clkbuf_16",
pwr,p_switching,0.749,mW
stage by stage:
stage	area (um^2)	setup WS (ns)	util [%]	hold slack [ns]
after floorplan	24500	1.79	-	0.390
after global placement	24800	0.714	51.6	0.404
after detailed placement	24800	0.685	51.6	0.417
after CTS	24900	0.683	51.8	0.433
after global routing	24900	0.584	51.8	0.465
final	24900	0.693	51.8	0.431
cell usage in the layout, fill, tap and decap left out, types with 21 or more instances in the layout:
cell | Yosys | routed
and3_1 | 53 | 53
clkdlybuf4s50_1 | 0 | 22
nand3_1 | 176 | 176
o31ai_1 | 30 | 30
nand4_1 | 143 | 143
edfxtp_1 | 110 | 110
ha_1 | 34 | 34
or3_1 | 40 | 40
o211ai_1 | 22 | 22
and4_1 | 41 | 41
nor4_1 | 123 | 120
a22oi_1 | 31 | 31
nor3_1 | 141 | 141
buf_4 | 39 | 36
a31oi_1 | 40 | 40
a21oi_1 | 123 | 123
nand2_1 | 296 | 296
and2_1 | 54 | 54
dfxtp_1 | 61 | 61
or4_1 | 34 | 34
or2_2 | 46 | 45
o21a_1 | 27 | 27
xnor2_1 | 306 | 306
inv_1 | 51 | 51
mux2i_1 | 21 | 21
o22ai_1 | 22 | 22
o21ai_0 | 133 | 133
nor2_1 | 325 | 324
xor2_1 | 186 | 186
power by group through the flow:
stage / sequential (mW) / clock (mW) / combinational, mW
6_report: 0.469 / 0.290 / 0.876
5_1_grt: 0.474 / 0.307 / 0.952
4_1_cts: 0.466 / 0.294 / 0.856
critical path: stages:
cell and delay, ns:
clkdlybuf4s50_1 0.66, and2_1 0.20, nand2_1 0.07, or3_1 0.30, clkdlybuf4s50_1 0.41
final cells by class:
class	count	area (um^2)
Sequential cell	171	4520
Multi-Input combinational cell	2868	18800
Inverter	51	191
Clock inverter	1	30.0
Timing Repair Buffer	58	490
Clock buffer	3	75.1
Fill cell	4608	23200
Tap cell	615	769
logic make-up after synthesis:
family	after synthesis
multiplexers	37
flip-flops	171
other	2
AND/OR/NAND/NOR	1639
AND-OR/OR-AND	642
XOR/XNOR	499
buffers and inverters	268
adder cells (fa/ha/maj)	34
routing by layer:
layer  share of wire [%]  GRT usage (%)  vias up
met3                  12           10.4       82
li1                    -              -    12000
met2                  38           45.3     1235
met4                 2.0           5.70        4
met1                  47           57.9    11900
met5                0.24           3.03        -
flip-flops by register name, indices dropped and copies added (netlist names):
register / flops
mclk_counter: 26
HH.listMode: 1
HH.listOut: 4
HH.teamWng: 1
HH.capWngCF: 1
HH.j: 32
HH.capWngLP: 1
HH.logicPlayers: 20
HH.cengPlayers: 20
HH.findRes: 1
HH.countCF: 32
HH.countLP: 32
worst min-delay path by stage:
stage / start / endpoint / slack (ns) / depth (start not counted)
after CTS: mclk_counter[0]$_DFF_P_ / mclk_counter[0]$_DFF_P_ / 0.43 / 1
after global routing: mclk_counter[0]$_DFF_P_ / mclk_counter[0]$_DFF_P_ / 0.46 / 1
final: mclk_counter[0]$_DFF_P_ / mclk_counter[0]$_DFF_P_ / 0.43 / 1
No activity file was given, so power comes from the tool's default toggle rates.
